**run.sh**
```bash
#!/bin/bash
# OpenROAD 26Q1-2900-gdf79404cd8, Yosys 0.63+post, stock flow scripts
make -C /OpenROAD-flow-scripts/flow DESIGN_CONFIG=/design/flow/config.mk WORK_HOME=/design/flow/orfs finish
```
**config.mk**
```make
export PLATFORM = sky130hd
export DESIGN_NAME = L_CHIKA
export DESIGN_NICKNAME = L_CHIKA
export VERILOG_FILES = /design/flow/design.v
export SDC_FILE = /design/flow/constraint.sdc
export NUM_CORES = 4
export LEC_CHECK = 1
export CORE_UTILIZATION = 30
```
**constraint.sdc**
```tcl
current_design L_CHIKA

set clk_period 3.6
set clk_io_pct 0.2

create_clock -name clk0 -period $clk_period [get_ports {CLK}]

set non_clock_inputs [all_inputs -no_clocks]
set_input_delay [expr $clk_period * $clk_io_pct] -clock clk0 $non_clock_inputs
set_output_delay [expr $clk_period * $clk_io_pct] -clock clk0 [all_outputs]
```
**design.v**
```verilog
module L_CHIKA(
  input RST_N,
  input CLK,
  output reg LED
);
  reg [31:0] count;
  always @(posedge CLK or negedge RST_N) begin
    if(!RST_N) begin
      count <= 0;
    end else begin
      if(count >= ((100000000/2) - 1)) begin
        count <= 0;
      end else begin
        count <= count + 1;
      end
    end
  end
  wire led_toggle;
  assign led_toggle = (count == 0)?1'b1:1'b0;
  always @(posedge CLK or negedge RST_N) begin
    if(!RST_N) begin
      LED <= 0;
    end else begin
      if(led_toggle) begin
        LED <= ~LED;
      end
    end
  end
endmodule
```
==> flow_summary.toml <==
# synthesis and place-and-route metrics
[clocking]
clock-sinks = 33
clockRootBuffer = "clkbuf_8"
cts_tree = "done"
cts.path.max_buffers = 2
post_cts_resized = 0
path_clk_slew_ps = 70
numCtsBuffers = 5
postCtsSetupRepairBufs = 0
hold_buffers = 0
clk_latency_ps = 280
h-tree-depth = 2

[floorplan]
num_io_pins = 3
dieArea_mm2 = 0.005819
fp_util_pct = 31.80
die_height_um = 76.28
core_mm2 = 0.005205
dieWidth_um = 76.28
rows = 26

[outcome]
status = "completed"

[min_path]
hold_depth = 1
hold_path_class = "flip-flop to flip-flop"

[flow_run]
maxCapViolCount = 0
warnings = 26

[synthesis]
top_area_share_pct = 49.89
yosys_warnings = 1
area_leaders = "dfrtp_1, nor3_1, xnor2_1"
syn_area_mm2 = 0.001655
syn_avg_cell_area_um2 = 9.972
synth_cell_types = 34
ys_seq_share_pct = 49.89
syn-instance-count = 166
top_area_cell = "dfrtp_1"
ys_seq_elements = 33
ys_area_mm2 = 0.001655
ys_cells = 166

[timing]
setup_tns_ps = 0
fin_crit_sh_pct = 62.52
rsz0062_at_grt = "false"
drv_slew = 0
layout_min_cycle_time_ps = 2251
setup_viol = 0
fmax_mhz = 444.3
worst_pin_slew_ps = 622.3
hold_violations = 0
skew_ps = 3.820
relSlewSlack_pct = 58.51

[routing]
wl_per_cell_um = 12.65
viasPerCell = 4.956
num_vias = 1234
antenna_left = 0
drc = 0
wl_um = 3151
drt-initial-drc-count = 80
firstDrtPassIters = 4
antennaDiodeCount = 0

[worst_setup_path]
critical_path_required_ps = 3800
setup.worst_path.end_class = "flip-flop"
reg2regPathDepth = 4
critical_path_class = "flip-flop to flip-flop"
cp_max_fo = 9
arrival_ps = 2450
r2r_slack_ps = 1350
start_kind = "flip-flop"

[power]
power.density_mw_per_mm2 = 354.3
p_leak_nw = 0.6945
peakVddDrop_mv = 0.1460

[final_layout]
layout.cells.non_filler = 249
final_layout_size_suffix_gt1_share_pct = 10.61
synthToLayoutAreaGrowth_pct = 13.76
fillerInstances = 531

[global_routing]
grt_overflow = 0
track_usage_pct = 11.90
grt_pass1_wl_um = 5513
antenna_found_initial = 0
grt_pass1_vias = 1143
grt_max_degree = 34

[placed_design]
place_congestion = 0.7825
place_inst = 241
port_buffers = 2
dp_hpwl_um = 2190
==> metal layers <==
layer	GRT usage [%]	vias to the layer above	wire length (um)
met5	0	-	0
met4	1.346	0	38
met3	2.920	4	106
li1	-	633	-
met2	16.67	16	1304
met1	19.55	581	1702
==> cell usage after synthesis, drive strengths merged <==
library cell  number
ha                 2
or4b               2
xnor2             12
nor2               7
nor3              21
nand3             11
nand4              6
xor2               3
or4                6
o31ai              1
inv                6
a2111oi            1
nand2              8
a21oi              3
o21ai              7
a211oi             7
and2               1
nor3b              1
nor4               6
conb               1
o211ai             1
dfrtp             33
nor4bb             1
clkbuf             5
buf                1
a41oi              1
a21o               1
or3                8
and3               3
==> registers in the layout, summed over array words and instances (netlist names) <==
signal / cells
LED: 1
count: 32
==> area by class of cell <==
type	instances	area, um^2	area share (%)
Clock buffer	6	72.57	3.854
Clock inverter	2	10.01	0.5316
Inverter	6	22.52	1.196
Multi-Input combinational cell	126	814.5	43.26
Sequential cell	33	825.8	43.85
Tap cell	70	87.58	4.651
Timing Repair Buffer	6	50.05	2.658
==> layout by cell type, fill, tap and decap left out, types with 2 or more instances in the layout <==
cell and n:
xnor2_1 12, nor4_1 6, ha_1 2, nor2_1 7, xor2_1 3, o21ai_0 7
or3_2 2, clkdlybuf4s50_1 2, and3_1 3, or4_1 5, conb_1 6, a21oi_1 3
nand4_1 4, a211oi_1 6, nor3_1 21, nand4_2 2, inv_1 6, dfrtp_1 33
clkbuf_8 5, nand2_1 8, nand3_1 11, buf_4 4, clkinv_2 2, or3_1 6
==> report_power, final <==
part	internal, W	total [W]	leakage [nW]	switching (W)
clock network	0.000134	0.000260	0.0450	0.000127
registers	0.000380	0.000384	0.446	0.00000431
logic	0.0000126	0.0000229	0.204	0.0000103
==> critical path: stages, from the launching register on <==
cell,delay (ps)
dfrtp_1,490
nand4_2,230
or4_1,670
or4b_4,570
a211oi_2,220
==> per-stage QoR <==
step           hold slack, ps  utilization (%)  power [W]  cell area (um^2)  worst slack, ps
6_report                464.0            36.18  0.0006672              1883             1349
5_1_grt                 500.0            36.18  0.0007024              1883             1238
4_1_cts                 472.7            36.18  0.0006781              1883             1361
3_5_place_dp            464.3            34.59  0.0004151              1800             1387
3_3_place_gp            454.9            34.59  0.0004146              1800             1375
2_1_floorplan           420.4                -  0.0003944              1674             1563
==> kinds of logic after synthesis <==
group | synth area share (%)
AND-OR/OR-AND | 9.297
XOR/XNOR | 7.937
adder cells (fa/ha/maj) | 1.511
buffers and inverters | 2.796
flip-flops | 49.89
other | 0.2265
AND/OR/NAND/NOR | 28.35
==> worst paths after layout <==
path	end	startpoint
max	count[23]	count[3]
min	LED	LED
max reg2reg	count[23]	count[3]
min reg2reg	LED	LED
max in group asynchronous	count[24]	RST_N
min in group asynchronous	count[20]	RST_N
Power is estimated from default activity; no workload was simulated.
